### design/flow/config.mk
export PLATFORM = sky130hd
export DESIGN_NAME = mac
export DESIGN_NICKNAME = mac
export VERILOG_FILES = /design/flow/design.v
export SDC_FILE = /design/flow/constraint.sdc
export NUM_CORES = 4
export LEC_CHECK = 1
export CORE_UTILIZATION = 40
### design/flow/constraint.sdc
current_design mac

set clk_period 5.0
set clk_io_pct 0.2

create_clock -name clk0 -period $clk_period [get_ports {clk}]

set non_clock_inputs [all_inputs -no_clocks]
set_input_delay [expr $clk_period * $clk_io_pct] -clock clk0 $non_clock_inputs
set_output_delay [expr $clk_period * $clk_io_pct] -clock clk0 [all_outputs]
### design/flow/design.v
`timescale 1ns/1ps
module mac (
    input  wire                 clk,
    input  wire                 rstb,          
    input  wire signed  [3:0]   IN,           
    input  wire signed  [3:0]   W,            
    output reg  signed [11:0]   OUT           
);
    reg signed [3:0]  in_reg;         
    reg signed [3:0]  w_reg;          
    reg signed [7:0]  mul_reg;        
    reg signed [11:0] acc_reg;        
    reg [3:0] cnt;
    wire signed [11:0] mul_ext = {{4{mul_reg[7]}}, mul_reg};
    reg signed [11:0] acc_next;
    always @(posedge clk or negedge rstb) begin
        if (!rstb) begin
            in_reg  <= 4'sd0;
            w_reg   <= 4'sd0;
            mul_reg <= 8'sd0;
            acc_reg <= 12'sd0;
            OUT     <= 12'sd0;
            cnt     <= 4'd0;
        end else begin
            in_reg  <= IN;
            w_reg   <= W;
            mul_reg <= in_reg * w_reg;   
            if (cnt == 4'd0) begin
                acc_next = mul_ext;
            end else begin
                acc_next = acc_reg + mul_ext;
            end
            acc_reg <= acc_next;
            if (cnt == 4'd8) begin
                OUT <= acc_next;
                cnt <= 4'd0;
            end else begin
                OUT <= OUT;         
                cnt <= cnt + 4'd1;
            end
        end
    end
endmodule
### design/flow/run.sh
#!/bin/bash
# OpenROAD 26Q1-2900-gdf79404cd8, Yosys 0.63+post, stock flow scripts
make -C /OpenROAD-flow-scripts/flow DESIGN_CONFIG=/design/flow/config.mk WORK_HOME=/design/flow/orfs finish
==> results.txt <==
Observations from the implementation run.

Final timing:
- The max-slew check reports its worst relative slack as a little under two thirds.
- The last timing report of the flow puts the setup violation total at 0.
- Setup repair after global routing left no endpoint under its margin.
- On the final layout, the worst hold slack is 0.479 ns.
- Summed over all failing endpoints, the final setup total negative slack is 0 ns.
- Max-slew check failures listed in the final report amount to 0.
- For this run, the top clock speed supported by timing is approximately 0.32 GHz.
- The run puts the slew at the pin closest to its max-slew limit at around 0.55 ns.
- The run gives the final number of hold-violating endpoints as 0.
- Dividing the final minimum period by the clock period gives a little under two thirds.
- The run gives the clock period minus worst slack as between 3 and 4 ns.
- The run puts the final clock skew at 0.00714 ns.

Clock network:
- The run gives the clock transition at the register clock pins on the worst setup and hold paths after CTS as 0.08 ns.
- The run puts the sink count of the clock tree at 44.
- The run gives the post-CTS setup buffer count as 0.
- CTS placed an instance of clkbuf_8 at the clock tree root.
- TritonCTS built the clock tree.
- The run puts the hold-fix buffer count after cts at 0.
- Per the skew report, the later register of the worst-skew pair sees a clock latency of between 0.2 and 0.3 ns.
- Per the TritonCTS log, the buffer count is 5.
- The run gives the maximum buffer depth of the clock tree as 2.
- The number of gates resized after CTS was 0.
- The run gives the number of H-tree branching levels as 2.

Detailed routing:
- Per the detail_route report, routed wire per instance is ~12 µm.
- For this run, the script counts the antenna cells in the layout as 0.
- The run puts the remaining antenna violation count after routing at 0.
- The run puts the DRC violations left at 0.
- The run gives the final routed wirelength across all metal layers as between 4000 and 5000 µm.
- The run gives the number of detailed-routing iterations run before antenna repair as 4.
- The detailed router finished its first iteration with around 74 violations.
- The run gives the per-cell via count in the routed design as roughly 4.9.
- The detailed router placed about 1800 vias in this run.

Floorplan:
- The run gives the number of ports placed on the die boundary as 22.
- In this run the standard cell core region covers 0.00639 mm².
- The run gives the die width as around 84 µm.
- The run gives the die area as ~0.007 mm².
- The run gives the chip height as 83.6 µm.
- The run gives the core utilization at floorplan as 41.7%.
- The run puts the count of standard-cell rows at 29.

Pwr:
- The run gives the part of the power in the clock network as 14.5%.
- The run puts the ratio of total power to cell area at a little under 600 mW/mm².
- The run gives the net switching power as roughly 0.00067 W.
- The run gives the fraction of power spent switching nets as 37.4%.
- The analysis reports a worst IR drop on VDD of 0.419 mV.
- The run puts the sequential power share at 30.9%.
- Looking at the power breakdown, combinational cells take between 50% and 60% of the total.
- The run gives the post-route total power as between 0.0015 and 0.002 W.
- The power report lists cell-internal power as roughly 0.0011 W.
- The run puts the leakage power total at between 1 and 1.5 nW.

Min path:
- The run gives the count of cells along the worst hold path as 2.
- STA reports the tightest min-delay check as being of type register to register.
- The run gives the worst hold path startpoint as OUT[0].
- The endpoint of the worst hold path is reported as OUT[0].

GRT:
- The run puts the global-route wire length before repair at around 7800 µm.
- Entering global routing, the biggest net connects about 45 pins.
- The run gives the initial antenna violation count as 0.
- Total global-route track usage over all layers is 14.0%.
- For this run the aggregate overflow at the end of global routing stands at 0.
- The run puts the via count of the first global-routing pass at 1817.

Critical path:
- STA classifies the critical path startpoint as a register.
- For the worst setup path, the data required time is between 5 and 6 ns.
- On the critical path, the stage with the largest delay is an instance of fa_1.
- The run puts the arrival time of data at the critical path endpoint at 3.35 ns.
- In this run the critical path is formed by nand2b_1, fa_1, fa_1, fa_1, inv_1, ha_1, inv_1, fa_1, inv_1, a21o_1, a21oi_1, xnor2_1.
- The critical path in this run is classified as register to register.
- The run gives the start of the worst register-to-register path as in_reg[0].
- The run puts the biggest fanout along the worst timing path at 4.
- The run puts the depth of the most critical reg-to-reg path at 12.
- The timing report shows the most common cell along the critical path to be fa_1.
- The run gives the endpoint of the lowest-slack register-to-register path as mul_reg[7].
- The worst setup path is captured at a register.
- The worst-case reg-to-reg setup slack stands at ~1.8 ns.
- The run puts the delay contributed by the slowest stage of the critical path at around 0.56 ns.

Job:
- The run gives the warning total across the stage logs as 26.
- The run reported a max-capacitance violation count of 0.

Place:
- Detailed placement finished with a half-perimeter wire length of between 3000 and 4000 µm.
- The run gives the global placement routability congestion as about 0.85.
- The run gives the number of port buffers as 21.

Synth:
- The run gives the total cell area reported by yosys after synthesis as between 0.002 and 0.003 mm².
- The main area contributors are dfrtp_1, ha_1, fa_1, inv_1, nand2_1.
- The run puts the distinct cell type count after synthesis at between 40 and 50.
- The run puts the number of warnings issued by yosys at 1.
- The run gives the most frequently used flop master after synthesis as dfrtp_1.
- After synthesis, the design contains approximately 260 cells according to Yosys.
- The run puts the number of enable flip-flop cells at 0.
- The run puts the flip-flop and latch count after synthesis at about 44.
- The run gives the top cell type by instance count after synthesis as dfrtp_1.
- In the synthesized netlist, the cells that appear most often are dfrtp_1, inv_1, nand2_1.
- The cell count after synthesis came out at 262.
- Per the synthesis report, the dominant area consumer among library cells is dfrtp_1.
- The run puts the post-synth design cell area at ~0.0027 mm².
- The run puts the mean post-synth cell area at 10.2 µm².
- The run gives the async set-or-reset flop fraction in the synthesized netlist as 100%.
- Per the synthesis report, the single largest cell type by area occupies 41.3% of cell area.
- The run puts the sequential element share of the synthesized area at roughly two fifths.

Finish:
- The run puts the number of filler instances in the final layout at between 500 and 600.
- The run puts the area growth from synthesis to layout at 15.1%.
- The run gives the final core utilization as 48.0%.
- Per the final layout report, the fraction of cells sized above drive strength 1 comes to between 5 and 6%.

Status:
- The run finished with clean final reports.
## worst max-delay path: cells and delay by family, from the launching register on
family,cells,cell delay [ns]
AND-OR/OR-AND,2,0.18
XOR/XNOR,1,0.13
adder cells (fa/ha/maj),5,2.01
buffers and inverters,3,0.19
flip-flops,1,0.39
AND/OR/NAND/NOR,1,0.17
## layout by cell type, fill, tap and decap left out, types with 2 or more instances in the layout
master | synthesis | final
o21a_1 | 2 | 2
nand2b_1 | 4 | 4
nand2_1 | 28 | 28
nor2b_1 | 2 | 2
o21bai_1 | 2 | 2
o21ai_1 | 13 | 13
and2_1 | 11 | 11
dfrtp_1 | 44 | 44
clkdlybuf4s50_1 | 0 | 20
and3_1 | 2 | 2
inv_1 | 28 | 28
a21o_1 | 5 | 5
nor2_1 | 13 | 13
buf_4 | 0 | 3
xor2_1 | 4 | 4
o21ai_0 | 4 | 4
o211ai_1 | 3 | 3
fa_1 | 10 | 10
ha_1 | 25 | 25
or3_1 | 2 | 2
o22ai_1 | 2 | 2
xnor2_1 | 10 | 10
nand3_1 | 5 | 5
nor3_1 | 3 | 3
a21oi_1 | 11 | 11
clkbuf_8 | 0 | 5
## cell type report
class,count,area [µm²],share of cell area (%)
timing repair buffer,24,228,7.43
tap,77,96.3,3.14
sequential,44,1100,35.9
inverter,28,105,3.43
clock inverter,2,35.0,1.14
multi-input combinational,184,1430,46.6
clock buffer,6,72.6,2.37
## routing by layer
| layer | global-route usage [%] | wire length, µm | vias to the layer above |
|---|---|---|---|
| met3 | 2.61 | 115 | 6 |
| met2 | 24.2 | 2100 | 25 |
| met5 | 0 | 0 | - |
| met4 | 1.54 | 53 | 0 |
| met1 | 19.7 | 2080 | 844 |
| li1 | - | - | 930 |
## how the worst max path moves through the flow
| stage | end | slack, ns | cells after the start | from |
|---|---|---|---|---|
| 4_1_cts | mul_reg[7] | 1.80 | 12 | in_reg[0] |
| 5_1_grt | mul_reg[7] | 1.65 | 12 | in_reg[0] |
| 6_report | mul_reg[7] | 1.83 | 12 | in_reg[0] |
## stage by stage
| step | std cells | cell area (µm²) | setup WS (ns) |
|---|---|---|---|
| 2_1_floorplan | 262 | 2660 | 1.93 |
| 3_3_place_gp | 357 | 2960 | 1.87 |
| 3_5_place_dp | 357 | 2960 | 1.80 |
| 4_1_cts | 365 | 3070 | 1.80 |
| 5_1_grt | 365 | 3070 | 1.65 |
| 6_report | 365 | 3070 | 1.83 |
## cells by family after synthesis
kind of cell               count (synthesis)  synth area share (%)
AOI/OAI and AO/OA                         53                  12.7
xor gates and xnor gates                  15                  5.45
adders and majority gates                 35                  19.3
buffers and inverters                     34                  5.07
DFF                                       44                  41.3
muxes                                      2                 0.939
and+or+nand+nor                           79                  15.2
## power groups by stage
stage         clock network, W  logic (W)  registers [W]
CTS                   0.000273   0.000990       0.000559
global route          0.000288    0.00112       0.000576
finish                0.000260   0.000980       0.000556
Power is estimated from default activity; no workload was simulated.
